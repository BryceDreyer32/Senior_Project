$ cat ./config.mk
export PLATFORM = sky130hd
export DESIGN_NAME = pid
export DESIGN_NICKNAME = pid
export VERILOG_FILES = /design/flow/design.v
export SDC_FILE = /design/flow/constraint.sdc
export NUM_CORES = 4
export LEC_CHECK = 1
export CORE_UTILIZATION = 40
$ cat ./constraint.sdc
current_design pid

set clk_period 5.8
set clk_io_pct 0.2

create_clock -name clk0 -period $clk_period [get_ports {clock}]

set non_clock_inputs [all_inputs -no_clocks]
set_input_delay [expr $clk_period * $clk_io_pct] -clock clk0 $non_clock_inputs
set_output_delay [expr $clk_period * $clk_io_pct] -clock clk0 [all_outputs]
$ cat ./design.v
module calculate_delta (
    input               reset_n,         
    input               clock,           
    input               enable_calc,     
    input       [11:0]  target_angle,    
    input       [11:0]  current_angle,   
    output  reg         dir_shortest,    
    output  reg [11:0]  delta_angle,     
    output  reg         calc_updated     
);
localparam IDLE         = 4'd0;
localparam CALC_DELTA   = 4'd1;
localparam CALC_MIN     = 4'd2;
localparam REPORT       = 4'd3;
localparam UPDATED      = 4'd4;
reg   [3:0]     ps, ns;
reg   [1:0]     calc_cnt;
reg  [12:0]     calc1, calc2, calc3, calc4;
reg  [11:0]     delta_angle_int;
reg             dir_shortest_int;
always @(posedge clock or negedge reset_n) begin
    if(~reset_n) begin
        ps                      <= IDLE;
        calc1[12:0]             <= 13'b0;
        calc2[12:0]             <= 13'b0;
        calc3[12:0]             <= 13'b0;
        calc4[12:0]             <= 13'b0;
        calc_cnt[1:0]           <= 2'b0;
        delta_angle_int[11:0]   <= 12'b0;
        dir_shortest_int        <= 1'b0;
        delta_angle[11:0]       <= 12'b0;
        dir_shortest            <= 1'b0;
    end 
    else begin
        ps              <= ns;
        calc_updated    <= 1'b0;
        if(ps == CALC_DELTA) begin
            calc1[12:0] <= current_angle - target_angle;
            calc2[12:0] <= target_angle - current_angle;
            calc3[12:0] <= (4096 - target_angle) + current_angle;
            calc4[12:0] <= (4096 - current_angle) + target_angle;
        end
        else if(ps == CALC_MIN) begin
            case(calc_cnt[1:0])
                2'b00: begin
                    delta_angle_int         <= calc1[11:0];
                    dir_shortest_int        <= 1'b1;  
                end
                2'b01: begin
                    if(calc2[11:0] < delta_angle_int) begin
                        delta_angle_int     <= calc2[11:0];
                        dir_shortest_int    <= 1'b0;  
                    end
                end
                2'b10: begin
                    if(calc3[11:0] < delta_angle_int) begin
                        delta_angle_int     <= calc3[11:0];
                        dir_shortest_int    <= 1'b1;  
                    end
                end
                2'b11: begin
                    if(calc4[11:0] < delta_angle_int) begin
                        delta_angle_int     <= calc4[11:0];
                        dir_shortest_int    <= 1'b0;  
                    end
                end
            endcase
            calc_cnt[1:0] <= calc_cnt[1:0] + 2'b1;
        end
        else if(ps == REPORT) begin
            delta_angle[11:0]   <= delta_angle_int[11:0];
            dir_shortest        <= dir_shortest_int;
        end
        else if(ps == UPDATED) begin
            calc_updated        <= 1'b1;
        end
    end
end
always @(*) begin
    case(ps) 
        IDLE: begin
            if(enable_calc)
                ns = CALC_DELTA;
            else
                ns = IDLE;
        end
        CALC_DELTA: begin
            ns = CALC_MIN;
        end 
        CALC_MIN: begin
            if(calc_cnt[1:0] == 2'b11)
                ns = REPORT;
            else
                ns = CALC_MIN;
        end
        REPORT: begin
            ns = UPDATED;
        end
        UPDATED: begin
            ns = IDLE;
        end
        default: ns = IDLE;
    endcase
end
endmodule
module pid(
    input               reset_n,             
    input               clock,               
    input       [11:0]  target_angle,        
    input       [11:0]  current_angle,       
    input               pwm_enable,          
    input               pwm_done,            
    input               i2c_rd_done,         
    input               angle_update,        
    input               abort_angle,         
    input               enable_stall_chk,    
    output reg          stalled,             
    input       [7:0]   kp,                  
    input       [3:0]   ki,                  
    input       [3:0]   kd,                  
    output      [15:0]  debug_signals,  
    output reg          angle_done,          
    output reg          pwm_update,          
    output reg  [7:0]   pwm_ratio,           
    output              pwm_direction        
);
localparam          IDLE    = 2'b00;
localparam          ACCEL   = 2'b01;
localparam          CRUISE  = 2'b10;
localparam          DECEL   = 2'b11; 
reg     [1:0]       state;
reg     [5:0]       curr_step;
wire    [31:0]      proportional_error;              
wire    [31:0]      integral_error;                  
wire    [31:0]      derivative_error;                
reg     [15:0]      elapsed_time;                    
wire    [19:0]      delta_12p8;                      
reg     [19:0]      last_delta_12p8;                 
wire    [11:0]      delta_angle;                     
wire                calc_updated;                    
reg                 rd_done, i2c_rd_done_ff;         
wire    [15:0]      ratio_int;
assign delta_12p8   = delta_angle << 8;
assign debug_signals[15:0] = {7'b0, curr_step[5:0], pwm_direction, state[1:0]};
always @(negedge reset_n or posedge clock) begin
    if(~reset_n) begin
        angle_done          <= 1'b0; 
        pwm_update          <= 1'b0; 
        stalled             <= 1'b0; 
        elapsed_time        <= 16'b1;
        last_delta_12p8     <= 20'b0;
        rd_done             <= 1'b0;
        i2c_rd_done_ff      <= 1'b0;
        state               <= IDLE;
        curr_step           <= 6'b0;
        pwm_ratio           <= 8'b0;
    end
    else begin
        i2c_rd_done_ff  <= i2c_rd_done;
        rd_done         <= !i2c_rd_done_ff & i2c_rd_done; 
        case (state)
            IDLE: begin
                if(angle_update) begin
                    state       <= ACCEL;
                    angle_done  <= 1'b0;
                end
                pwm_update  <= 1'b0; 
                curr_step   <= 6'b0;
                pwm_ratio   <= 8'b0;
            end
            ACCEL: begin
                if(~pwm_enable)
                    state <= IDLE;
                pwm_update  <= 1'b1; 
                if(rd_done) begin
                    if(curr_step[5:3] <= 3'b111) begin
                        case(curr_step)
                            3'b000, 3'b001, 3'b010: pwm_ratio   <= ratio_int >> 8;
                            3'b011, 3'b100: pwm_ratio           <= ratio_int >> 7;
                            3'b101, 3'b110: pwm_ratio           <= ratio_int >> 6;
                            default:        pwm_ratio           <= ratio_int >> 5;   
                        endcase
                    end
                    if(curr_step[5:0] < 6'b111111) 
                        curr_step <= curr_step + 6'b1;    
                    else
                        state <= CRUISE;
                end
            end 
            CRUISE: begin
                if(~pwm_enable)
                    state <= IDLE;
                if(delta_angle < 12'd50)
                    state <= DECEL;
                pwm_ratio <= ratio_int >> 5;
            end 
            DECEL: begin
                if(~pwm_enable)
                    state <= IDLE;
                if(delta_angle < 12'd10) begin
                    state       <= IDLE;
                    angle_done  <= 1'b1;
                    pwm_ratio   <= ratio_int >> 8;
                end
                else 
                    pwm_ratio <= ratio_int >> 5;
            end 
            default: 
                state <= IDLE;
        endcase
        if (rd_done) begin
            elapsed_time            <= elapsed_time + 16'b1;
            last_delta_12p8         <= delta_12p8;
        end 
    end
end
assign proportional_error       = (kp << 4) * delta_12p8;
assign integral_error           = '0; 
assign derivative_error         = '0; 
assign ratio_int                = ((proportional_error + integral_error + derivative_error) >> 16); 
calculate_delta calc (
    .reset_n        (reset_n),      
    .clock          (clock),        
    .enable_calc    (rd_done),  
    .target_angle   (target_angle[11:0]), 
    .current_angle  (current_angle[11:0]),
    .dir_shortest   (pwm_direction), 
    .delta_angle    (delta_angle[11:0]),  
    .calc_updated   (calc_updated)
);
endmodule
$ cat ./run.sh
#!/bin/bash
# OpenROAD 26Q1-2900-gdf79404cd8, Yosys 0.63+post, stock flow scripts
make -C /OpenROAD-flow-scripts/flow DESIGN_CONFIG=/design/flow/config.mk WORK_HOME=/design/flow/orfs finish
==> out/qor.csv <==
stage,metric,value,unit
finish,fill_cells,1875,
run,cap_violations,0,
timing,period_needed,5570,ps
timing,hold_violations,0,
min_path,min_from,calc.ps[4],
finish,design_area,9610,sq um
clocking,cts_sinks,76,
synthesis,synthCells,880,
worst_setup_path,critPathCaptureType,flop,
run,warnings,53,
synthesis,synth-main-ff-cell,dfrtp_1,
detailed_routing,first_pass_iters,5,
finish,post-route-util,48.7,%
power,max-vdd-ir-drop,0.000136,V
timing,slew_viol_final,0,
global_route,grtUsageTotal,18.3,%
detailed_routing,wl,16900,um
worst_setup_path,reg2reg_from,calc.delta_angle[1],
clocking,clk_pin_slew,70,ps
floorplan,pin_count,76,
finish,area.growth.synth_to_final,18.2,%
floorplan,die_h,145,um
min_path,whs_path_depth,0,
placed_design,place.gp.congestion,0.921,
finish,final_cell_mix,"inv_1, ha_1, and2_1, dfrtp_1, fa_1",
detailed_routing,diodes,0,
placed_design,dp_hpwl,13400,um
floorplan,dieArea,20900,sq um
min_path,min_path_type,reg -> reg,
clocking,cts_inserted_buffers,9,
floorplan,floorplan.core_util,41.2,%
detailed_routing,num_vias,6214,
synthesis,edf_count,0,
synthesis,ys_area,8130,sq um
timing,finalClockPeriodUsage,96.0,%
placed_design,dpl_cell_area,9220,sq um
synthesis,avgSynthCellArea,9.24,sq um
worst_setup_path,path_common_cell,fa_1,
timing,worst_slew_pin_slew,852,ps
detailed_routing,via_per_inst,5.05,
synthesis,synthDistinctLibCells,65,
worst_setup_path,r2r_cells,16,
synthesis,yosys_warnings,2,
min_path,min_to,calc.ps[1],
power,switchingPower,0.000359,W
synthesis,largest_area_cell,dfrtp_1,
worst_setup_path,critPathArrivalTime,5800,ps
timing,fin_skew,12.1,ps
synthesis,syn_area,8130,sq um
worst_setup_path,cpPeakStageDelay,550,ps
timing,fmax,0.180,GHz
synthesis,ys_async_sr_fraction,100,%
power,swShare,26.9,%
outcome,status,completed,
global_route,grt_max_degree,51,
worst_setup_path,cp_max_fo,6,
clocking,clk_latency,350,ps
power,p_seq_share,41.5,%
floorplan,core,19700,sq um
detailed_routing,drt-initial-drc-count,181,
detailed_routing,drcViolationCount,0,
timing,setup_viol,0,
global_route,antenna_found_initial,0,
timing,slew_headroom,41.7,%
power,powerDensity,139,nW/um^2
synthesis,synth_seq_share,23.4,%
global_route,grt_pass1_vias,6362,
synthesis,top_area_share,23.1,%
clocking,cts_hold_buf,0,
power,p_leak,4.92,nW
placed_design,port_buffers,56,
clocking,h-tree-depth,3,
global_route,grt_pass1_wl,29700,um
worst_setup_path,cp-start-kind,input port,
floorplan,die_w,145,um
clocking,cts_tree,built,
placed_design,dp_cells,1213,
worst_setup_path,cp_data_required_time,6030,ps
worst_setup_path,cp_cell_sequence,"dlygate4sd2_1, buf_4, and2_1, fa_1, fa_1, inv_1, fa_1, inv_1, fa_1, ha_1, a211oi_1, buf_4, o31ai_4, a22oi_2, o21ai_1, xnor2_2, a222oi_1, o211a_1, o2bb2ai_1",
synthesis,top_cells_by_area,"dfrtp_1, fa_1, ha_1",
clocking,clockBufferDepth,2,
worst_setup_path,crit_slowest_cell,fa_1,
detailed_routing,ant_nets,0,
power,clockPowerShare,42.8,%
floorplan,fp-row-count,51,
synthesis,yosys_cells,880,
synthesis,ys_ff,76,
worst_setup_path,rr_endpoint,pwm_ratio[5],
finish,stdcell_count,1230,
finish,drive_above_1_share,14.1,%
detailed_routing,avgRoutedWirePerCell,13.7,um
clocking,cts_root_buf,clkbuf_16,
finish,lay_top_count,inv_1,
global_route,globalRouteOverflowTotal,0,
worst_setup_path,rrSetupSlack,850,ps
power,pwr-share-comb,15.7,%
power,intPower,0.000973,W
worst_setup_path,crit_type,in -> reg,
==> sequential cells by signal, summed over array words and instances, names as in the netlist <==
register               flops
calc.calc2                12
calc.delta_angle          12
calc.delta_angle_int      12
calc.calc1                11
pwm_ratio                  8
curr_step                  6
calc.ps                    5
calc.calc_cnt              2
state                      2
angle_done                 1
calc.dir_shortest          1
calc.dir_shortest_int      1
i2c_rd_done_ff             1
pwm_update                 1
rd_done                    1
==> synthesized netlist by cell type (all sizes together) (3+ instances only) <==
cell type and instances:
a221o 3, a211o 3, nand2b 9, a22oi 18
o221ai 7, ha 89, mux2i 12, fa 61
a221oi 5, mux2 31, nand4 8, a21o 21
xor2 11, inv 125, nand3 14, or2 8
o2111ai 3, buf 16, and2 75, nor2 45
o211a 3, a21oi 25, o22a 3, o211ai 7
xnor2 19, and3 6, clkbuf 31, nor3 8
a211oi 6, dfrtp 75, nand2 49, a2111oi 3
o21ai 35, nor2b 12, a31oi 6
==> how the worst max path moves through the flow <==
stage     start      endpoint  slack, ps  cells past startpoint
4_1_cts   kp[4]  pwm_ratio[5]        130                     18
5_1_grt   kp[6]  pwm_ratio[5]         -5                     20
6_report  kp[3]  pwm_ratio[5]        230                     19
==> area by class of cell <==
cell class                 instances  area, sq um  share of cell area (%)
clock buffer                      10          229                    2.38
clock inverter                     6         72.6                   0.755
inverter                         125          469                    4.88
multi-input combinational        639         5660                    58.9
sequential                        76         1900                    19.8
tap                              265          332                    3.45
timing repair buffer             109          945                    9.83
==> kinds of logic (layout without fill, tap and decap cells) <==
kind of cell | count (synthesis) | after routing | synth area share [%]
XOR/XNOR | 30 | 30 | 3.23
flip-flops | 76 | 76 | 23.4
other | 1 | 8 | 0.0461
adder cells (fa/ha/maj) | 150 | 150 | 28.7
AND/OR/NAND/NOR | 238 | 238 | 15.3
buffers and inverters | 172 | 250 | 8.48
AND-OR/OR-AND | 170 | 170 | 15.1
multiplexers | 43 | 43 | 5.77
==> critical path, delay by kind of cell <==
kind            cells  cell delay (ps)
compound gates      7             1310
simple gates        1              170
fa+ha+maj           5             2240
buf+inv             5              710
xor+xnor            1              190
==> through the flow <==
step / setup WS (ps) / hold slack, ps / power [W] / TNS (ps)
after detailed placement: -581 / 367 / 0.000773 / -3620
final: 232 / 378 / 0.00133 / 0
after global placement: -609 / 363 / 0.000771 / -3770
after CTS: 133 / 382 / 0.00135 / 0
after global routing: -4.95 / 403 / 0.00140 / -4.95
after floorplan: 132 / 347 / 0.000684 / 0
==> power by group through the flow <==
stage	sequential [W]	clock, W	combinational, W
after CTS	0.000553	0.000585	0.000210
after global routing	0.000554	0.000610	0.000236
final	0.000553	0.000570	0.000209
==> routing by layer <==
| metal | vias up | routed length (um) | GRT usage (%) |
|---|---|---|---|
| met5 | - | 0 | 0 |
| met2 | 91 | 8030 | 29.8 |
| li1 | 3116 | - | - |
| met1 | 2989 | 8120 | 27.2 |
| met3 | 18 | 487 | 2.23 |
| met4 | 0 | 216 | 2.60 |
==> what timing repair did <==
action	in CTS	in global routing
setup endpoints to repair	6	7
resized	14	22
pin swaps	2	11
buffers inserted	1	0
Power is estimated from default activity; no workload was simulated.
