[flow/config.mk]
export PLATFORM = sky130hd
export DESIGN_NAME = reg_file
export DESIGN_NICKNAME = reg_file
export VERILOG_FILES = /design/flow/design.v
export SDC_FILE = /design/flow/constraint.sdc
export NUM_CORES = 4
export LEC_CHECK = 1
export CORE_UTILIZATION = 30
[flow/constraint.sdc]
current_design reg_file

set clk_period 5.6
set clk_io_pct 0.2

create_clock -name clk0 -period $clk_period [get_ports {clock}]

set non_clock_inputs [all_inputs -no_clocks]
set_input_delay [expr $clk_period * $clk_io_pct] -clock clk0 $non_clock_inputs
set_output_delay [expr $clk_period * $clk_io_pct] -clock clk0 [all_outputs]
[flow/design.v]
module reg_file ( 
    input           reset_n,   	      
    input           clock,     	      
    input   [5:0]   address,   	      
    input           write_en,  	      
    input   [7:0]   wr_data,   	      
    input           read_en,  	      
    output reg [7:0]   rd_data,   	      
    input           fault0,    	      
    input   [6:0]   adc_temp0, 	      
    input           fault1,    	      
    input   [6:0]   adc_temp1, 	      
    input           fault2,    	      
    input   [6:0]   adc_temp2, 	      
    input           fault3,    	      
    input   [6:0]   adc_temp3, 	      
    input           fault4,    	      
    input   [6:0]   adc_temp4, 	      
    input           fault5,    	      
    input   [6:0]   adc_temp5, 	      
    input           fault6,    	      
    input   [6:0]   adc_temp6, 	      
    input           fault7,    	      
    input   [6:0]   adc_temp7, 	      
    output          brake0,    	      
    output          enable0,   	      
    output          direction0,	      
    output  [4:0]   pwm0,      	      
    output          brake1,    	      
    output          enable1,   	      
    output          direction1,	      
    output  [4:0]   pwm1,      	      
    output          brake2,    	      
    output          enable2,   	      
    output          direction2,	      
    output  [4:0]   pwm2,      	      
    output          brake3,    	      
    output          enable3,   	      
    output          direction3,	      
    output  [4:0]   pwm3,      	      
    output          brake4,    	      
    output          enable4,   	      
    output          direction4,	      
    output          brake5,    	      
    output          enable5,   	      
    output          direction5,	      
    output          brake6,    	      
    output          enable6,   	      
    output          direction6,	      
    output          brake7,    	      
    output          enable7,   	      
    output          direction7,	      
    output  [11:0]  target_angle0,    
    input   [11:0]  current_angle0,   
    output  [11:0]  target_angle1,    
    input   [11:0]  current_angle1,   
    output  [11:0]  target_angle2,    
    input   [11:0]  current_angle2,   
    output  [11:0]  target_angle3,    
    input   [11:0]  current_angle3,   
    output  [7:0]   servo_position0,  
    output  [7:0]   servo_position1,  
    output  [7:0]   servo_position2,  
    output  [7:0]   servo_position3,  
    input   [7:0]   debug_signals,    
    output          led_test_enable,  
    output  [3:0]   led_values        
);
reg     [7:0]   reg_file    [37:0];
always @(posedge clock) begin
    if(read_en)
        rd_data[7:0]    <= reg_file[address];
end
always @(posedge clock) begin
	if(write_en & ((address == 6'h4) | (address == 6'h3) | (address == 6'h1)))
		reg_file[4]     <=  wr_data[7:0];
end
assign brake0       = reg_file[4][7];
assign enable0      = reg_file[4][6];
assign direction0   = reg_file[4][5];
assign pwm0[4:0]    = reg_file[4][4:0]; 
always @(posedge clock) begin
	reg_file[5]     <=  {fault0, adc_temp0[6:0]};
end
always @(posedge clock) begin
	if(write_en & ((address == 6'h6) | (address == 6'h3) | (address == 6'h1)))
		reg_file[6]     <=  wr_data[7:0];
end
assign brake1       = reg_file[6][7];
assign enable1      = reg_file[6][6];
assign direction1   = reg_file[6][5];
assign pwm1[4:0]    = reg_file[6][4:0];
always @(posedge clock) begin
	reg_file[7]     <=  {fault1, adc_temp1[6:0]};
end
always @(posedge clock) begin
	if(write_en & ((address == 6'h8) | (address == 6'h3) | (address == 6'h1)))
		reg_file[8]     <=  wr_data[7:0];
end
assign brake2       = reg_file[8][7];
assign enable2      = reg_file[8][6];
assign direction2   = reg_file[8][5];
assign pwm2[4:0]    = reg_file[8][4:0];
always @(posedge clock) begin
	reg_file[9]     <=  {fault2, adc_temp2[6:0]};
end
always @(posedge clock) begin
	if(write_en & ((address == 6'hA) | (address == 6'h3) | (address == 6'h1)))
		reg_file[10]     <=  wr_data[7:0];
end
assign brake3       = reg_file[10][7];
assign enable3      = reg_file[10][6];
assign direction3   = reg_file[10][5];
assign pwm3[4:0]    = reg_file[10][4:0];
always @(posedge clock) begin
	reg_file[11]     <=  {fault3, adc_temp3[6:0]};
end
always @(posedge clock) begin
	if(write_en & ((address == 6'hC) | (address == 6'h2) | (address == 6'h1)))
		reg_file[12]     <=  wr_data[7:0];
end
assign brake4               = reg_file[12][7];
assign enable4              = reg_file[12][6];
assign direction4           = reg_file[12][5];
assign target_angle0[11:8]  = reg_file[12][3:0];
always @(posedge clock) begin
	reg_file[13]     <=  {fault4, adc_temp4[6:0]};
end
always @(posedge clock) begin
	if(write_en & (address == 6'hE))
		reg_file[14]     <=  wr_data[7:0];
end
assign target_angle0      = reg_file[14][7:0];
always @(posedge clock) begin
	if(write_en & (address == 6'hF))
		reg_file[15]     <=  current_angle0[7:0];
end
always @(posedge clock) begin
	if(write_en & (address == 6'h10))
		reg_file[16]     <=  {4'h0, current_angle0[11:8]};
end
always @(posedge clock) begin
	if(write_en & ((address == 6'h11) | (address == 6'h2) | (address == 6'h1)))
		reg_file[17]     <=  wr_data[7:0];
end
assign brake5               = reg_file[17][7];
assign enable5              = reg_file[17][6];
assign direction5           = reg_file[17][5];
assign target_angle1[11:8]  = reg_file[17][3:0];
always @(posedge clock) begin
	reg_file[18]     <=  {fault5, adc_temp5[6:0]};
end
always @(posedge clock) begin
	if(write_en & (address == 6'h13))
		reg_file[19]     <=  wr_data[7:0];
end
assign target_angle1      = reg_file[19][7:0];
always @(posedge clock) begin
	if(write_en & (address == 6'h14))
		reg_file[20]     <=  current_angle1[7:0];
end
always @(posedge clock) begin
	if(write_en & (address == 6'h15))
		reg_file[21]     <=  {4'h0, current_angle1[11:8]};
end
always @(posedge clock) begin
	if(write_en & ((address == 6'h16) | (address == 6'h2) | (address == 6'h1)))
		reg_file[22]     <=  wr_data[7:0];
end
assign brake6               = reg_file[22][7];
assign enable6              = reg_file[22][6];
assign direction6           = reg_file[22][5];
assign target_angle2[11:8]  = reg_file[22][3:0];
always @(posedge clock) begin
	reg_file[23]     <=  {fault6, adc_temp6[6:0]};
end
always @(posedge clock) begin
	if(write_en & (address == 6'h18))
		reg_file[24]     <=  wr_data[7:0];
end
assign target_angle2      = reg_file[24][7:0];
always @(posedge clock) begin
	if(write_en & (address == 6'h19))
		reg_file[25]     <=  current_angle2[7:0];
end
always @(posedge clock) begin
	if(write_en & (address == 6'h1A))
		reg_file[26]     <=  {4'h0, current_angle2[11:8]};
end
always @(posedge clock) begin
	if(write_en & ((address == 6'h1B) | (address == 6'h2) | (address == 6'h1)))
		reg_file[27]     <=  wr_data[7:0];
end
assign brake7               = reg_file[27][7];
assign enable7              = reg_file[27][6];
assign direction7           = reg_file[27][5];
assign target_angle3[11:8]  = reg_file[27][3:0];
always @(posedge clock) begin
	reg_file[28]     <=  {fault7, adc_temp7[6:0]};
end
always @(posedge clock) begin
	if(write_en & (address == 6'h1D))
		reg_file[29]     <=  wr_data[7:0];
end
assign target_angle3      = reg_file[29][7:0];
always @(posedge clock) begin
	if(write_en & (address == 6'h1E))
		reg_file[30]     <=  current_angle3[7:0];
end
always @(posedge clock) begin
	if(write_en & (address == 6'h1F))
		reg_file[31]     <=  {4'h0, current_angle3[11:8]};
end
always @(posedge clock) begin
	if(write_en & (address == 6'h20))
		reg_file[32]     <=  wr_data[7:0];
end
assign servo_position0    = reg_file[32][7:0];
always @(posedge clock) begin
	if(write_en & (address == 6'h21))
		reg_file[33]     <=  wr_data[7:0];
end
assign servo_position1    = reg_file[33][7:0];
always @(posedge clock) begin
	if(write_en & (address == 6'h22))
		reg_file[34]     <=  wr_data[7:0];
end
assign servo_position2    = reg_file[34][7:0];
always @(posedge clock) begin
	if(write_en & (address == 6'h23))
		reg_file[35]     <=  wr_data[7:0];
end
assign servo_position3    = reg_file[35][7:0];
always @(posedge clock) begin
	reg_file[36]     <=  debug_signals[7:0];
end
always @(posedge clock) begin
	if(write_en & (address == 6'h31))
		reg_file[37]     <=  wr_data[7:0];
end
assign led_test_enable      = reg_file[37][4];
assign led_values           = reg_file[37][3:0];
endmodule
[flow/run.sh]
#!/bin/bash
# OpenROAD 26Q1-2900-gdf79404cd8, Yosys 0.63+post, stock flow scripts
make -C /OpenROAD-flow-scripts/flow DESIGN_CONFIG=/design/flow/config.mk WORK_HOME=/design/flow/orfs finish
==> run notes <==
State of the implementation.

- The flow ran to the end, and the final reports show no timing, DRC or antenna violations.
- The worst VDD IR drop from the latest analysis is 0.000280 V.
- The combined global-route utilization of all metal layers is 25.1%, for reference.
- The total DRC errors in the routed layout is 0, for reference.
- The most area-hungry cell type in the Yosys netlist is edfxtp_1, for reference.
- Setup repair after global routing left no endpoint under its margin.
- The flow reports an fmax of 256 MHz.
- The final number of max-transition violations is 0, for reference.
- The sequential share of the synthesized area is 72.5%, for reference.
- Of the available clock period, the critical path in the final layout requires 69.8%.
- Across all checked pins, the minimum headroom to the slew limit is 36.2%.
- The row count is 64, for reference.
- The minimum clock period after layout is 3910 ps, for reference.
- Excluding fillers, the count of instances in the completed layout stands at 1332.
- Looking at the worst setup and hold paths, the clock pins of their registers show a slew of 60 ps.
- The post-CTS hold buffer count recorded in the log is 0.
- The largest net degree at the start of global routing is 34, for reference.
- The register-to-register path setup slack is 3490 ps, for reference.
- After synthesis the cells add up to 9280 sq um.
- The layout has 2739 filler cells.
- The chip footprint is 31600 sq um, for reference.
- According to the floorplan report, the die width is 178 microns.
- In this run the deepest clock path goes through 3 buffers.
- The number of maximum-capacitance violations recorded for the run is 0.
- The number of detailed-routing iterations run before antenna repair is 7, for reference.
- After clock tree synthesis, the setup repair step added 0 buffers.
- Looking at the clock tree report, the H-tree level count equals 1.
- The TritonCTS clock tree is done, for reference.
- The flow measured a signed area growth from synthesis to layout of 43.1%.
- Measured in cells, the most critical reg-to-reg path has a length of 5.
- The global route stage reports its total congestion overflow as 0.
- The synthesis report names the predominant flop master as edfxtp_1.
- The final weighted congestion in routability-driven placement is 0.920, for reference.
- The area fraction of the dominant cell type after synthesis is 57.0%, for reference.
- Including well taps, the total number of placed cells is 1280.
- The fraction of the core area occupied by cells at floorplan is 30.4%, for reference.
- Hold analysis shows the worst path with a depth of 1.
- The worst setup path is captured at a flip-flop.
- For reference, the top cells by area after synthesis are edfxtp_1 57%, dfxtp_1 16%, nand3_1 4.0%.
- The distinct cell type count of the synthesized netlist is 60, for reference.
- The y dimension of the die is 178 microns, for reference.
- The synthesis stat section lists a flop and latch total of 248.
- The worst setup path is launched from a primary input.
- Per the timing report, the most critical flop-to-flop path finishes at rd_data[7].
- The number of buffers inserted by port buffering is 257, for reference.
- The number of global-route vias before repair is 7349, for reference.
- The synth_stat.txt file lists the number of cells as 642.
- The required time of the critical path is 5910 ps, for reference.
- In the setup report, the worst path falls into the class in2reg.
- The fraction of registers with async set or reset after synthesis is 0%, for reference.
- The I/O pin total is 275, for reference.
- In this run the tools logged warnings totalling 26.
- The mean routed wirelength per cell is 28.1 microns, for reference.
- The top cell types in the final layout, fill and taps aside, are 257 x clkdlybuf4s50_1, 176 x edfxtp_1, 74 x nand3_1.
- The fraction of layout cells with a size suffix above 1 is 10.6%, for reference.
- The warning count from the yosys run is 51, for reference.
- The number of nets with antenna violations after detailed routing is 0, for reference.
- For this block, the via count after detailed routing is 7041.
- The number of clock sinks is 248, for reference.
- The standard cell core area is 30500 sq um, for reference.
- For hold timing, the worst endpoint is rd_data[7].
- As reported, the later end of the worst-skew pair has a clock insertion delay of 560 ps.
- The critical path arrival is 4220 ps, for reference.
- The synthesized netlist has a Yosys-reported chip area of 9280 sq um.
- The type recorded for the worst min-delay path is reg2reg.
- Setup violations remaining at the end of the flow were counted as 0.
- In this run the power density over the cells is 316 nW/um^2.
- The synthesized instance count is 642, for reference.
- For this run the detailed placement stage logged an HPWL of 26600 microns.
- The first global-routing pass estimated 51400 microns of wire.
- The via density per instance is 5.29, for reference.
- Clock tree synthesis inserted a total of 27 buffers.
- The detailed router finished its first iteration with 630 violations.
- Hold-check failures listed in the final report amount to 0.
- The post-synth count of flops with an enable pin is 176.
- The analysis attributes to cell leakage a power of 4.68 nW.
- STA lists the startpoint of the worst register-to-register path as reg_file[19][7].
- The final layout reports a setup TNS of 0 ps.
- The transition time recorded at the tightest slew-check pin is 954 ps.
- A synthesized cell averages 14.5 sq um.
- The largest fanout on the critical path is 16, for reference.
- The post-cts sizing count is 0, for reference.
- The post-route clock skew is 19.6 ps, for reference.
- The number of antenna violations at the first check in global routing came to 2.
- The library cell used most frequently in the layout, excluding fill and tap cells, is clkdlybuf4s50_1.
- The detailed-route wire length is 37400 microns, for reference.
- In this run the clock root is driven by a clkbuf_16.
- The startpoint of the worst hold path is reg_file[4][7], for reference.
[routing by layer]
metal,up-vias,wire (microns),GRT usage (%)
met5,-,13,0
met4,2,1030,5.98
met3,60,6230,16.1
met2,561,16900,36.7
met1,3368,13200,31.7
li1,3050,-,-
[sequential cells by signal, summed over array words and instances (netlist names)]
register  count
rd_data       8
reg_file    240
[area by class of cell]
type                    count  area (sq um)  share of cell area [%]
flip-flops and latches    248          6730                    50.6
repair buffers            295          2860                    21.5
multi-input cells         340          2250                    16.9
clock buffers              31           722                    5.44
well taps                 396           495                    3.73
clock inverters            19           221                    1.67
diodes                      2          5.00                  0.0377
inverters                   1          3.75                  0.0283
[report_power, final]
group / total (mW) / switching, mW / internal, mW / leakage [nW]
sequential: 2.03 / 0.0219 / 2.01 / 2.20
combinational: 0.279 / 0.134 / 0.145 / 2.02
clock: 1.88 / 0.765 / 1.12 / 0.455
[how the worst max path moves through the flow]
stage / startpoint / end / slack [ps] / depth (start not counted)
4_1_cts: address[3] / rd_data[2] / 1750 / 7
5_1_grt: address[3] / rd_data[2] / 1600 / 7
6_report: address[3] / rd_data[2] / 1690 / 7
[cells by family after synthesis]
group / count (synthesis) / share of synthesized area, %
simple gates: 218 / 13.8
flops: 248 / 72.5
other cells: 1 / 0.0404
buf+inv: 69 / 4.11
compound gates: 93 / 7.94
mux: 13 / 1.62
[stage by stage]
step                      instance area [sq um]  power [mW]  utilization (%)  worst slack (ps)  hold WS (ps)
after floorplan                            9340        2.15                -              2350           511
after global placement                    12300        2.35             40.4              1180           556
after detailed placement                  12300        2.35             40.4              1180           561
after CTS                                 13300        4.22             43.5              1750           571
after global routing                      13300        4.31             43.5              1600           598
final                                     13300        4.19             43.5              1690           567
[synthesized netlist by cell type, types with 5 or more instances]
master,instances
clkbuf_1,28
buf_4,21
nor3_1,6
and3_1,33
buf_2,11
mux2_2,6
and2_1,6
nor2_1,20
o32a_1,5
nand2_1,14
nand4_1,28
dfxtp_1,72
a22oi_1,19
a31oi_1,8
a21oi_1,7
a32oi_1,24
edfxtp_1,176
nand3_1,74
mux2i_1,6
[critical path: stages]
cell and delay (ps):
clkdlybuf4s50_1 840, buf_4 280, and4bb_1 420, and3_1 280
a221o_1 250, or4_1 640, o32a_1 400
Power is estimated from default activity; no workload was simulated.
