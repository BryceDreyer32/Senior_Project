<file path="./run.sh">
#!/bin/bash
# OpenROAD 26Q1-2900-gdf79404cd8, Yosys 0.63+post, stock flow scripts
make -C /OpenROAD-flow-scripts/flow DESIGN_CONFIG=/design/flow/config.mk WORK_HOME=/design/flow/orfs finish
</file>
<file path="./config.mk">
export PLATFORM = sky130hd
export DESIGN_NAME = servo_ctrl
export DESIGN_NICKNAME = servo_ctrl
export VERILOG_FILES = /design/flow/design.v
export SDC_FILE = /design/flow/constraint.sdc
export NUM_CORES = 4
export LEC_CHECK = 1
export CORE_UTILIZATION = 50
</file>
<file path="./constraint.sdc">
current_design servo_ctrl

set clk_period 4.3
set clk_io_pct 0.2

create_clock -name clk0 -period $clk_period [get_ports {clock}]

set non_clock_inputs [all_inputs -no_clocks]
set_input_delay [expr $clk_period * $clk_io_pct] -clock clk0 $non_clock_inputs
set_output_delay [expr $clk_period * $clk_io_pct] -clock clk0 [all_outputs]
</file>
<file path="./design.v">
module pwm 
(
    input       reset_n,     
    input       clock,       
    input       pwm_enable,  
    input [7:0] pwm_ratio,   
    input       pwm_update,  
    output reg  pwm_done,    
    output reg  pwm_signal   
);
reg [7:0]   pwm_counter;
reg [7:0]   pwm_target;
reg         pwm_en_sync;
always @( posedge clock or negedge reset_n ) begin
    if( ~reset_n ) begin
        pwm_counter <= 8'h0;
        pwm_target  <= 8'h0;
        pwm_done    <= 1'b0;
        pwm_signal  <= 1'b0;
        pwm_en_sync <= 1'b0;
    end
    else begin
        if(pwm_en_sync) begin
            pwm_counter <= pwm_counter + 8'h1;
            if(pwm_counter[7:0] == 8'h0) begin
                if(!pwm_enable)
                    pwm_en_sync <= 1'b0;
                if(pwm_update) begin
                    pwm_target <= pwm_ratio;
                    pwm_done   <= 1'b1;
                end                
            end
            else if(pwm_counter[7:0] < pwm_target[7:0]) begin
                pwm_signal <= 1'b1;
                pwm_done   <= 1'b0;
            end
            else begin
                pwm_signal <= 1'b0;
                pwm_done   <= 1'b0;
            end
        end
        else 
            pwm_en_sync <= pwm_enable;
    end
end
endmodule
module servo_ctrl 
(
    input       reset_n,             
    input       clock,               
    input       pwm_enable,          
    input [7:0] start_pwm_ratio,     
    input [7:0] target_pwm_ratio,    
    output      pwm_signal           
);
localparam IDLE             = 3'd0;
localparam GO_TO_START      = 3'd1;
localparam CALCULATE_DELTA  = 3'd2;
localparam ACCELERATE       = 3'd3;
localparam CRUISE           = 3'd4;
localparam DECELERATE       = 3'd5;
localparam HOLD             = 3'd6;
wire    [7:0]   pwm_ratio;            
wire    [7:0]   linear_profile       [7:0];
reg     [7:0]   adjusted_pwm_ratio;
wire            pwm_done;
reg     [2:0]   curr_step;
reg     [7:0]   curr_pwm_ratio;
reg     [7:0]   profile_delay;
reg     [2:0]   state;
reg             accel_flag;
reg             direction;
reg             pwm_done_ff, pwm_done_went_high;
assign linear_profile[0][7:0]  = 8'd65;
assign linear_profile[1][7:0]  = 8'd48;
assign linear_profile[2][7:0]  = 8'd33;
assign linear_profile[3][7:0]  = 8'd21;
assign linear_profile[4][7:0]  = 8'd12;
assign linear_profile[5][7:0]  = 8'd6;
assign linear_profile[6][7:0]  = 8'd3;
assign linear_profile[7][7:0]  = 8'd2;
always @( posedge clock or negedge reset_n ) begin
    if( ~reset_n ) begin
        curr_step           <= 3'h0;
        curr_pwm_ratio      <= 8'h0;
        profile_delay       <= 8'h0;
        accel_flag          <= 1'b0;
        direction           <= 1'b0;
        state               <= IDLE;
        pwm_done_ff         <= 1'b0;
        pwm_done_went_high  <= 1'b0;        
    end
    else begin
        pwm_done_ff         <= pwm_done;
        pwm_done_went_high  <= ~pwm_done_ff & pwm_done;
        case(state)
            IDLE: begin
                if(pwm_enable) begin
                    curr_pwm_ratio      <= start_pwm_ratio;
                    state               <= GO_TO_START;
                    if(target_pwm_ratio == 8'h0)
                        adjusted_pwm_ratio  <= start_pwm_ratio;
                    else
                        adjusted_pwm_ratio  <= target_pwm_ratio;
                end
            end
            GO_TO_START: begin
                if(profile_delay[7:0] == 8'h20) begin
                    state           <= CALCULATE_DELTA;
                    profile_delay   <= 8'h0;
                end
                else begin
                    if( pwm_done_went_high == 1'b1 ) 
                        profile_delay   <= profile_delay + 8'h1;
                end
            end
            CALCULATE_DELTA: begin
                if(adjusted_pwm_ratio > curr_pwm_ratio) begin
                    direction       <= 1'b1;
                    if(adjusted_pwm_ratio - curr_pwm_ratio > 8'd16) begin
                        state       <= ACCELERATE;
                        accel_flag  <= 1'b1;
                    end
                    else begin
                        state       <= CRUISE;
                        accel_flag  <= 1'b0;
                    end
                end
                else if(adjusted_pwm_ratio <= curr_pwm_ratio) begin
                    direction       <= 1'b0;
                    if(curr_pwm_ratio - adjusted_pwm_ratio > 8'd16) begin
                        state       <= ACCELERATE;
                        accel_flag  <= 1'b1;
                    end
                    else begin
                        state       <= CRUISE;
                        accel_flag  <= 1'b0;
                    end
                end
            end
            ACCELERATE: begin
                if(curr_step < 3'h7) begin
                    if( pwm_done_went_high == 1'b1 ) begin
                        if(profile_delay[7:0] == linear_profile[curr_step]) begin
                            curr_step       <= curr_step + 3'h1;
                            profile_delay   <= 8'h0;
                            if(direction) begin
                                curr_pwm_ratio <= curr_pwm_ratio + 8'h1;
                            end
                            else begin
                                curr_pwm_ratio <= curr_pwm_ratio - 8'h1;
                            end
                        end
                        else begin
                            profile_delay   <= profile_delay + 8'h1;
                        end
                    end
                end
                else begin
                    state           <= CRUISE;
                    profile_delay   <= 8'h0;
                end
            end
            CRUISE: begin
                if(accel_flag) begin
                    if( pwm_done_went_high == 1'b1 ) begin
                        if(profile_delay[7:0] == linear_profile[7]) begin
                            if(direction == 1'b0) begin
                                if(curr_pwm_ratio - adjusted_pwm_ratio < 8) begin
                                    state           <= DECELERATE;
                                    profile_delay   <= 8'h0;
                                    curr_step       <= 3'h6;
                                end 
                                else begin
                                    curr_pwm_ratio  <= curr_pwm_ratio - 8'h1;
                                    profile_delay   <= 8'h0;
                                end
                            end
                            else begin
                                if(adjusted_pwm_ratio - curr_pwm_ratio < 8) begin
                                    state           <= DECELERATE;
                                    profile_delay   <= 8'h0;
                                    curr_step       <= 3'h6;
                                end 
                                else begin
                                    curr_pwm_ratio  <= curr_pwm_ratio + 8'h1;
                                    profile_delay   <= 8'h0;
                                end
                            end
                        end
                        else begin
                            profile_delay   <= profile_delay + 8'h1;
                        end
                    end
                end
                else begin
                    if(curr_pwm_ratio == adjusted_pwm_ratio) begin
                        state           <= HOLD;
                    end
                    else begin
                        if( pwm_done_went_high == 1'b1 ) begin
                            if(profile_delay[7:0] == linear_profile[7]) begin
                                if(direction == 1'b0)
                                    curr_pwm_ratio  <= curr_pwm_ratio - 8'h1;
                                else 
                                    curr_pwm_ratio  <= curr_pwm_ratio + 8'h1;
                                profile_delay   <= 8'h0;
                            end
                            else begin
                                profile_delay       <= profile_delay + 8'h1;
                            end
                        end
                    end
                end
            end
            DECELERATE: begin
                if(curr_step > 3'h0) begin
                    if( pwm_done_went_high == 1'b1 ) begin
                        if(profile_delay[7:0] == linear_profile[curr_step]) begin
                            curr_step       <= curr_step - 3'h1;
                            profile_delay   <= 8'h0;
                            if(direction) begin
                                curr_pwm_ratio <= curr_pwm_ratio + 8'h1;
                            end
                            else begin
                                curr_pwm_ratio <= curr_pwm_ratio - 8'h1;
                            end
                        end
                        else begin
                            profile_delay   <= profile_delay + 8'h1;
                        end
                    end
                end
                else begin
                    state           <= HOLD;
                    profile_delay   <= 8'h0;
                end
            end
            HOLD: begin
                profile_delay   <= 8'h0;
                if(pwm_enable == 1'b0) begin
                    state <= IDLE;
                end
                else begin
                    if(target_pwm_ratio == 8'h0)
                        adjusted_pwm_ratio  <= start_pwm_ratio;
                    else
                        adjusted_pwm_ratio  <= target_pwm_ratio;  
                    if(curr_pwm_ratio != adjusted_pwm_ratio) begin
                        state <= CALCULATE_DELTA;
                    end
                end
            end
            default: begin
                state <= IDLE;
            end
        endcase
    end
end
pwm servo_pwm(
    .reset_n                (reset_n),
    .clock                  (clock),
    .pwm_enable             (pwm_enable),
    .pwm_ratio              (curr_pwm_ratio[7:0]),
    .pwm_update             (1'b1),
    .pwm_done               (pwm_done),
    .pwm_signal             (pwm_signal)
);
endmodule
</file>
==> impl_metrics.ini <==
; physical design summary
[sta]
fmax_mhz = 323.4
final-setup-viol-count = 0
final_min_period_over_clock_period_pct = 71.91
post-route-min-period_ps = 3092
fin_hold_ws_ps = 380.6
tightestPinTransition_ps = 818.1
slew_headroom_pct = 45.26
hold_violations = 0
slew_viol_final = 0
grt_setup_unrepaired = no
setup_total_negative_slack_ps = 0
finalClockSkew_ps = 10.37
worst_slack_ps = 1208

[cts]
clock_sinks = 57
ctsHoldBuffers = 0
clk_path_buf_depth = 2
cts_tree = yes
clkTransAtPathRegs_ps = 80
clock_latency_ps = 350
cts_buffers = 9
cts_setup_buffers = 0
h-tree-depth = 3
clk_root_buffer_cell = sky130_fd_sc_hd__clkbuf_8
cts.repair.resized = 0

[setup_path]
endpoint_kind = flop
cp_cell_sequence = inv_1 > ha_1 > o21ai_2 > xnor2_1 > nor4_1 > nand3_2 > o31ai_4 > o211ai_2 > a21oi_4 > mux2_4
worst_ep_required_time_ps = 4530
path_delay_family = AND-OR/OR-AND gates
critPathArrivalTime_ps = 3330
timing_worst_setup_path_type = reg -> reg
critPathMaxFanout = 14
crit_slowest_cell = sky130_fd_sc_hd__dfrtp_1
cp_num_buf_inv = 1
critPathLaunchType = flop
critical-path-max-stage-delay_ps = 610

[detailed_routing]
drtIter0Drc = 149
remaining_drc_errors = 0
antenna_left = 0
highest_layer = met4
routedWlPerCell_um = 15.91
wl_met2_um = 3985
route.met3.wl_um = 425
wirelength_met1_um = 5061
overall_via_count_from_detail_route = 3469
drt-total-wl_um = 9625
vias_per_cell = 5.734
antenna_diode_count = 0
detail_route.first_pass.iterations = 4

[place]
place.detailed.hpwl_um = 7131
dp_worst_slack_ps = 1221
numPortBuffers = 19
dpl_cell_area_um2 = 4547
place.gp.congestion = 0.9096

[finish]
post_route_cell_area_um2 = 4791
final-comb-area_um2 = 2571
layout.filler_cells = 716
final_core_util_pct = 57.73
share_of_post_route_cells_with_drive_strength_above_1_pct = 8.000
ff_latch_area_um2 = 1468
layout-area-overhead-vs-synth_pct = 11.15

[floorplanning]
dieArea_um2 = 8997
boundaryPins = 20
floorplanUtilization_pct = 51.94
die_y_um = 94.85
chipWidth_um = 94.85
floorplan.core_area_um2 = 8299
placement_rows = 33

[logic_synthesis]
yosysMostFrequentCell = sky130_fd_sc_hd__dfrtp_1
synth_flops = 57
syn_inst = 478
synth_chip_area_um2 = 4310
count_of_library_flops_with_an_enable_pin = 8
ys_seq_share_pct = 34.05
synth_async_sr_flop_share_pct = 85.96
netlist_top_cells_count = 48 x sky130_fd_sc_hd__dfrtp_1, 46 x sky130_fd_sc_hd__inv_1, 40 x sky130_fd_sc_hd__ha_1, 39 x sky130_fd_sc_hd__nand2_1
yosys_warnings = 2
ys_dominant_reg_cell = sky130_fd_sc_hd__dfrtp_1
top_area_cell = sky130_fd_sc_hd__dfrtp_1
yosys-stat-cells = 478
mappedNetlistArea_um2 = 4310
synth.top_cells.by_area = sky130_fd_sc_hd__dfrtp_1 28%, sky130_fd_sc_hd__ha_1 12%, sky130_fd_sc_hd__edfxtp_1 5.6%
post-synth-top-area-fraction_pct = 27.87
synthDistinctLibCells = 76
syn_avg_cell_area_um2 = 9.018

[global_routing]
first_global_vias = 3201
largest_net_degree_at_the_start_of_global_routing = 50
first_pass_grt_wire_length_um = 16500
grt_overflow_total = 0
grt_antenna_before_repair = 0
grt.total_usage_pct = 24.64

[power_and_ir_drop]
share_clk_of_total_power_pct = 31.0
net-switching-power_uw = 674.5
seqPwrFrac_pct = 39.8
p_int_uw = 1305
power.leakage_uw = 0.002128
power.ir.vdd_worst_mv = 0.3736
power_density_over_the_cells_nw_per_um2 = 413.1
power.share.combinational_pct = 29.2
netSwitchingFraction_pct = 34.08

[status]
run_status = completed

[flow_run]
warnings = 40
tally_of_max_capacitance_violations = 0

[hold_path]
hp_class = reg -> reg
[power groups by stage]
stage / logic, µW / clock network (µW) / registers (µW)
final: 578 / 614 / 787
after global routing: 669 / 650 / 804
after CTS: 584 / 626 / 786
[worst register-to-register path: stages, from the launching register on]
cell and delay (ps):
sky130_fd_sc_hd__dfrtp_1 610, sky130_fd_sc_hd__inv_1 170, sky130_fd_sc_hd__ha_1 320, sky130_fd_sc_hd__o21ai_2 180, sky130_fd_sc_hd__xnor2_1 80, sky130_fd_sc_hd__nor4_1 380, sky130_fd_sc_hd__nand3_2 170, sky130_fd_sc_hd__o31ai_4 230
sky130_fd_sc_hd__o211ai_2 190, sky130_fd_sc_hd__a21oi_4 340, sky130_fd_sc_hd__mux2_4 330
[state kept, by name, indices dropped and copies added, names as in the netlist, 3 cells and up]
signal and flops:
profile_delay 8, adjusted_pwm_ratio 8, servo_pwm.pwm_counter 8, servo_pwm.pwm_target 8, curr_pwm_ratio 8, state 7
curr_step 3
[area by class of cell]
class / count / share of cell area [%]
clock buffer: 10 / 3.108
clock inverter: 6 / 1.985
inverter: 47 / 3.682
multi-input combinational: 359 / 53.67
sequential: 57 / 30.63
tap: 105 / 2.742
timing repair buffer: 21 / 4.179
[path summary, 6_finish.rpt]
path                                     from           endpoint  slack [ps]  depth (start not counted)
min                        servo_pwm.pwm_done        pwm_done_ff         380                          0
max                              curr_step[1]  curr_pwm_ratio[5]        1210                         10
max reg2reg                      curr_step[1]  curr_pwm_ratio[5]        1210                         10
max in group asynchronous             reset_n  curr_pwm_ratio[1]        3170                          2
min reg2reg                servo_pwm.pwm_done        pwm_done_ff         380                          0
min in group asynchronous             reset_n       curr_step[2]         680                          2
[metal layers]
metal	vias up	global-route usage [%]
met1	1647	43.51
li1	1731	-
met4	0	4.167
met2	75	33.09
met3	16	3.840
met5	-	0
[metrics by stage]
| stage | power (µW) | std cells |
|---|---|---|
| after global routing | 2123 | 605 |
| after CTS | 1995 | 605 |
| after detailed placement | 1365 | 589 |
| final | 1979 | 605 |
| after floorplan | 1215 | 478 |
| after global placement | 1357 | 589 |
[placed cells by master, fill, tap and decap left out, types with 11 or more instances in the layout]
cell type	synthesis	layout
sky130_fd_sc_hd__a21o_1	20	20
sky130_fd_sc_hd__a21oi_1	24	24
sky130_fd_sc_hd__clkdlybuf4s50_1	0	18
sky130_fd_sc_hd__dfrtp_1	48	48
sky130_fd_sc_hd__ha_1	40	40
sky130_fd_sc_hd__inv_1	46	46
sky130_fd_sc_hd__nand2_1	39	39
sky130_fd_sc_hd__nor2_1	35	35
sky130_fd_sc_hd__nor3_1	12	11
sky130_fd_sc_hd__o21ai_0	35	35
sky130_fd_sc_hd__xnor2_1	16	16
[logic make-up (layout without fill, tap and decap cells)]
group           count (synthesis)  in the layout  synth area share, %
flops                          57             57                34.05
mux                             9              9                2.206
buf+inv                        62             84                6.415
simple gates                  148            148                17.88
compound gates                138            138                22.44
fa+ha+maj                      42             42                12.54
xor+xnor                       22             22                4.470
Power and IR drop assume default switching activity.
